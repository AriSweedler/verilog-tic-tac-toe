`design/flow/design.v`:
```
`timescale 1ns / 1ps
module game(turnX, turnO, occ_pos, game_st, reset, clk, flash_clk, sel_pos, buttonX, buttonO);
  output turnX;
  output turnO;
  output [8:0] occ_pos;
  output [7:0] game_st;
  input reset, clk, flash_clk;
  input [8:0] sel_pos;
  input buttonX, buttonO;
  reg [8:0] occ_square;
  reg [8:0] occ_player;
  reg [3:0] game_state;
  wire [7:0] trey_winner;
  occ_pos_driver d (occ_pos, occ_square, occ_player, trey_winner, flash_clk, rst);
  wire valid_move;
  check_valid_move cvm (valid_move, occ_square, sel_pos);
  wire buttonX_debounce, buttonO_debounce;
  debouncer db_buttonX (buttonX_debounce, buttonX, clk, reset);
  debouncer db_buttonO (buttonO_debounce, buttonO, clk, reset);
  wire [7:0] game_st_ascii;
  assign game_st = game_st_ascii;
  game_st_driver _game_st_driver (game_st_ascii, game_state);
  always @ (posedge clk, posedge reset) begin
    if (reset) begin
      occ_square <= 9'b000000000;
      occ_player <= 9'b000000000;
      game_state <= 4'd0;
    end else begin
      if (game_state == 4'd0) begin
        game_state <= 4'd1;
      end else if (game_state == 4'd1) begin
        if (buttonX_debounce & valid_move) begin
          occ_square <= (occ_square) | (sel_pos);
          occ_player <= (occ_player) | (sel_pos);
        end else if ((buttonX_debounce | buttonO_debounce) & ~valid_move) begin
          game_state <= 4'd2;
        end else game_state <= game_state;
      end else if (game_state == 4'd5) begin
        if (buttonO_debounce & valid_move) begin
          occ_square <= (occ_square) | (sel_pos);
          occ_player <= (occ_player) & (~sel_pos);
        end else if ((buttonX_debounce | buttonO_debounce) & ~valid_move) begin
          game_state <= 4'd6;
        end else game_state <= game_state;
      end else if (game_state == 4'd2) begin
        if (buttonX_debounce & valid_move) begin
          occ_square <= (occ_square) | (sel_pos);
          occ_player <= (occ_player) | (sel_pos);
        end else game_state <= game_state;
      end else if (game_state == 4'd6) begin
        if (buttonO_debounce & valid_move) begin
          occ_square <= (occ_square) | (sel_pos);
          occ_player <= (occ_player) & (~sel_pos);
        end else game_state <= game_state;
      end else if (game_state == 4'd3) begin
        if (~valid_move) game_state <= 4'd2;
        else if (result == 2'd3) game_state <= 4'd4;
        else if (result == 2'd1) game_state <= 4'd9;
        else if (result == 2'd0) game_state <= 4'd5;
        else game_state <= game_state;
      end else if (game_state == 4'd7) begin
        if (~valid_move) game_state <= 4'd6;
        else if (result == 2'd2) game_state <= 4'd8;
        else if (result == 2'd1) game_state <= 4'd9;
        else if (result == 2'd0) game_state <= 4'd1;
        else game_state <= game_state;
      end else if (game_state == 4'd4) begin
        game_state <= game_state;
      end else if (game_state == 4'd8) begin
        game_state <= game_state;
      end else if (game_state == 4'd9) begin
        game_state <= game_state;
      end
    end
  end
  wire [1:0] result;
  check_win _check_win (result, trey_winner, occ_square, occ_player);
endmodule
module check_win(result, trey_winner, occ_square, occ_player);
  output reg [1:0] result;  
  output wire [7:0] trey_winner;
  input [8:0] occ_square;  
  input [8:0] occ_player;  
  wire [7:0] trey_player;
  check_trey col0 (trey_winner[0], trey_player[0], {occ_square[8], occ_square[5], occ_square[2]}, {occ_player[8], occ_player[5], occ_player[2]});
  check_trey col1 (trey_winner[1], trey_player[1], {occ_square[7], occ_square[4], occ_square[1]}, {occ_player[7], occ_player[4], occ_player[1]});
  check_trey col2 (trey_winner[2], trey_player[2], {occ_square[6], occ_square[3], occ_square[0]}, {occ_player[6], occ_player[3], occ_player[0]});
  check_trey row0 (trey_winner[3], trey_player[3], {occ_square[8], occ_square[7], occ_square[6]}, {occ_player[8], occ_player[7], occ_player[6]});
  check_trey row1 (trey_winner[4], trey_player[4], {occ_square[5], occ_square[4], occ_square[3]}, {occ_player[5], occ_player[4], occ_player[3]});
  check_trey row2 (trey_winner[5], trey_player[5], {occ_square[2], occ_square[1], occ_square[0]}, {occ_player[2], occ_player[1], occ_player[0]});
  check_trey dag0 (trey_winner[6], trey_player[6], {occ_square[8], occ_square[4], occ_square[0]}, {occ_player[8], occ_player[4], occ_player[0]});
  check_trey dag1 (trey_winner[7], trey_player[7], {occ_square[6], occ_square[4], occ_square[2]}, {occ_player[6], occ_player[4], occ_player[2]});
  always @(*) begin
    if (| trey_winner) begin
      if (| trey_player) begin
        result <= 2'd3;
      end else begin
        result <= 2'd2;
      end
    end else if (& occ_square) begin
      result <= 2'd1;
    end else begin
      result <= 2'd0;
    end
  end
endmodule
module check_trey(win, player, occ_square, occ_player);
  output win;  
  output player;  
  input [2:0] occ_square;  
  input [2:0] occ_player;  
  wire samePlayer;
  assign samePlayer = (& occ_player) == (| occ_player);
  assign win = samePlayer & (& occ_square);
  assign player = win & occ_player[0];
endmodule
module check_valid_move(valid, occ_square, sel_pos);
  output valid;
  input [8:0] occ_square;
  input [8:0] sel_pos;
  wire isUnoccupied;
  assign isUnoccupied = (occ_square & sel_pos) == 9'b000000000;
  wire isOneHot;
  assign isOneHot = (sel_pos[0] + sel_pos[1] + sel_pos[2] + sel_pos[3] + sel_pos[4] + sel_pos[5] + sel_pos[6] + sel_pos[7] + sel_pos[8]) == 4'b0001;
  assign valid = isUnoccupied & isOneHot;
endmodule
module game_st_driver (game_st_ascii, game_st);
  output reg [7:0] game_st_ascii;
  input [3:0] game_st;
  always @(*) begin
    case (game_st)
      4'd4: game_st_ascii <= 8'b01011000;
      4'd8: game_st_ascii <= 8'b01001111;
      4'd9: game_st_ascii <= 8'b01000011;
      4'd2,
      4'd6: game_st_ascii <= 8'b01000101;
      default: game_st_ascii <= 8'b01101110;
    endcase
  end
endmodule
module occ_pos_driver (occ_pos, occ_square, occ_player, trey_winner, flash_clk, rst);
  output [8:0] occ_pos;
  input [8:0] occ_square;
  input [8:0] occ_player;
  input [7:0] trey_winner;
  input rst;
  input flash_clk;
  reg [8:0] occ_O_mask;
  always @(posedge flash_clk) begin
    if (rst) occ_O_mask = 9'b000000000;
    else occ_O_mask = ~occ_O_mask;
  end
  wire [8:0] pre_occ_pos;
  assign pre_occ_pos = occ_square & (occ_player | occ_O_mask);
  wire [8:0] flash_clk_mask;
  assign flash_clk_mask = {flash_clk, flash_clk, flash_clk, flash_clk, flash_clk, flash_clk, flash_clk, flash_clk, flash_clk};
  reg [8:0] trey_mask;
  always @(*) begin
    if (trey_winner[0]) trey_mask <= 9'b110110110;  
    else if (trey_winner[1]) trey_mask <= 9'b101101101;  
    else if (trey_winner[2]) trey_mask <= 9'b011011011;  
    else if (trey_winner[3]) trey_mask <= 9'b111111000;  
    else if (trey_winner[4]) trey_mask <= 9'b111000111;  
    else if (trey_winner[5]) trey_mask <= 9'b000111111;  
    else if (trey_winner[6]) trey_mask <= 9'b011101110;  
    else if (trey_winner[7]) trey_mask <= 9'b110101011;  
    else trey_mask <= 9'b111111111;  
  end
  assign occ_pos = pre_occ_pos & (trey_mask | flash_clk_mask);
endmodule
module debouncer(data_out, data_in, clk_in, reset);
  input data_in, clk_in, reset;
  output data_out;
  reg [3:0] q;
  always @ ( posedge clk_in or posedge reset) begin
    if (reset == 1'b1) begin
      q <= 8'b0;
    end else begin
      q[0] <= data_in;
      q[1] <= q[0];
      q[2] <= q[1];
      q[3] <= q[2];
    end
  end
  assign data_out = !q[3] & q[2] & q[1] & q[0];
endmodule
```
`design/flow/run.sh`:
```
#!/bin/bash
# OpenROAD 26Q1-2900-gdf79404cd8, Yosys 0.63+post, stock flow scripts
make -C /OpenROAD-flow-scripts/flow DESIGN_CONFIG=/design/flow/config.mk WORK_HOME=/design/flow/orfs finish
```
`design/flow/config.mk`:
```
export PLATFORM = sky130hd
export DESIGN_NAME = game
export DESIGN_NICKNAME = game
export VERILOG_FILES = /design/flow/design.v
export SDC_FILE = /design/flow/constraint.sdc
export NUM_CORES = 4
export LEC_CHECK = 1
export CORE_UTILIZATION = 30
```
`design/flow/constraint.sdc`:
```
current_design game

set clk_period 4.3
set clk_io_pct 0.2

create_clock -name clk0 -period $clk_period [get_ports {clk}]
create_clock -name clk1 -period $clk_period [get_ports {flash_clk}]

set non_clock_inputs [all_inputs -no_clocks]
set_input_delay [expr $clk_period * $clk_io_pct] -clock clk0 $non_clock_inputs
set_output_delay [expr $clk_period * $clk_io_pct] -clock clk0 [all_outputs]
```
==> results.ini <==
[placement]
dp_slack_ns=-0.5804
dp.cells=302
portBuffers=25
hpwl_mm=3.258
gp_congestion=0.8379

[grt]
antenna_found_initial=0
grt-ovfl-total=0
first_global_vias=1840
grt_pass1_wl_mm=8.031
grt_max_degree=32
track_usage=0.1647

[floorplanning]
io_pins=33
die_w_um=81.44
die_h_um=81.44
coreArea_mm2=0.005991
initCoreUtil=0.3160
die-area_mm2=0.006632
placementRows=28

[layout]
regArea_um2=777.0
n_fill_cell=560
drive_gt1_frac=0.2289
area_growth_pct=38.86
final_cell_mix=dfrtp_1, a21oi_1, clkdlybuf4s50_1
layout_top_cell=dfrtp_1
logic_area_mm2=0.001054
final_cell_count_no_fill=324

[run]
drv_cap=0
warnings=53

[detailed_routing]
vias_per_cell=5.420
antenna_left=0
drc=0
initialDrtViolationCount=155
n_antenna_cell=0
wl_per_cell_um=14.82
drt-pass1-iter-count=5
routed-via-count=1756
wl_mm=4.802

[cts]
path_clk_slew_ns=0.07
holdBufCountCts=0
tritoncts=done

[final_timing]
final.setup.worst_slack_ns=0.1188
fin_worst_skew_ns=0.006759
tightestPinTransition_ns=0.6052
rsz0062_at_grt=no
slew_headroom=0.5965
hold_viol_final=0
setup_violations=0
report.final.slew_viol_count=0

[pwr]
powerDensity_mw_per_mm2=514.7
power.leakage_nw=1.346
total_power_w=0.001353
irDropWorstVdd_mv=0.4045

[synth]
synth_cell_types=46
synth_flops=31
yosys_warnings=9
syn-cell-area_mm2=0.001893
ys_seq_frac=0.4104
yosysCellCount=193
ys_area_mm2=0.001893
avgSynthCellArea_um2=9.809
synthCells=193

[setup_path]
path_buffers=5
slowest_stage=clkdlybuf4s50_1
r2r_cells=6
cp_top_family=buffers and inverters
timing.rr.end=occ_player[8]
path_cells=clkbuf_8 > nor2_4 > clkbuf_8 > and2_4 > clkbuf_8 > clkbuf_8 > a21oi_1 > clkdlybuf4s50_1
cpMostUsedCell=clkbuf_8
worstReg2RegStart=occ_square[0]
worstSetupStartpoint=flash_clk
cpPeakStageDelay_ns=0.40
crit_path_max_fanout=6
crit_path_end=occ_pos[5]
reg2reg_slack_ns=2.37
cp.arrival_ns=3.32
required_ns=3.44
end_kind=output pin
cp-start-kind=clock port
cp_num_cells=8
worstSetupPathType=clock port to output pin

[hold_path]
hold_class=flip-flop to flip-flop

[outcome]
status=finished, final reports clean

-- layout make-up --
class / instances / area share
Multi-Input combinational cell: 139 / 0.4008
Sequential cell: 31 / 0.2956
Tap cell: 75 / 0.03570
Timing Repair Buffer: 31 / 0.1009
Clock inverter: 2 / 0.01428
Clock buffer: 28 / 0.1271
Inverter: 18 / 0.02570
-- logic make-up (layout without fill, tap and decap cells) --
kind of cell,after synthesis,after routing,synth area share
compound gates,62,63,0.2274
simple gates,57,57,0.1824
other cells,2,7,0.003967
buf+inv,29,79,0.07798
flops,31,31,0.4104
fa+ha+maj,11,11,0.09253
mux,1,1,0.005288
-- metrics by stage --
stage | TNS, ns | util | instance area [µm²] | hold WS, ns
6_report | 0 | 0.4388 | 2629 | 0.3728
5_1_grt | 0 | 0.4388 | 2629 | 0.3958
4_1_cts | 0 | 0.4421 | 2649 | 0.3747
3_5_place_dp | -11.16 | 0.3820 | 2288 | 0.3648
3_3_place_gp | -10.60 | 0.3820 | 2288 | 0.3582
2_1_floorplan | 0 | - | 1912 | 0.3536
-- synthesized netlist by cell type, drive strengths merged --
cell type	number	area, µm²
a31oi	1	6.260
o21ai	4	20.02
nor4	1	6.260
a21oi	21	105.1
buf	10	76.32
a21o	12	90.09
dfstp	1	26.28
a222oi	1	10.01
and2	3	20.03
and3	5	31.28
or3	3	18.77
o311ai	1	8.760
nor4b	1	23.77
nor2b	1	6.260
a22oi	3	22.52
a22o	5	43.79
nand4b	3	32.53
o21bai	1	7.510
o211a	3	30.03
conb	2	7.510
fa	5	100.1
o31ai	1	7.510
mux2i	1	10.01
or2b	1	8.760
nand2	9	33.78
nor3	7	46.30
o2111ai	5	43.79
nand2b	1	6.260
dfrtp	30	750.7
nand3	14	75.07
nor2	6	22.52
nor3b	1	7.510
a41oi	1	8.760
o2111a	1	11.26
a211oi	2	15.01
clkbuf	1	3.750
or2	1	6.260
ha	6	75.07
inv	18	67.56
-- per-layer routing --
metal  part of all wire  global-route usage
met5                  0                   0
met4              0.023             0.06607
met2               0.46              0.2208
met1               0.43              0.2292
met3              0.082             0.08117
-- worst min-delay path by stage --
stage	depth (start not counted)	endpoint	start	slack, ns
final	0	db_buttonO.q[3]	db_buttonO.q[2]	0.37
after CTS	0	db_buttonO.q[3]	db_buttonO.q[2]	0.37
after global routing	0	db_buttonO.q[3]	db_buttonO.q[2]	0.40
-- report_power, final --
group | internal, W | total (W) | switching, W
logic | 0.000157 | 0.000299 | 0.000142
registers | 0.000350 | 0.000459 | 0.000109
clock network | 0.000399 | 0.000595 | 0.000196
total | 0.000905 | 0.00135 | 0.000448
-- timing repair --
action / 4_1_cts / 5_1_grt
resized: 26 / 2
cloned: 1 / 0
hold endpoints to repair: 0 / 0
endpoints found under the setup margin: 25 / 23
buffers inserted: 3 / 0
pin swaps: 13 / 6
-- state kept, by name, indices dropped and copies added, names as in the netlist --
register,cells
game_state,5
db_buttonO.q,4
db_buttonX.q,4
occ_square,9
occ_player,9
